[./run.sh]
#!/bin/bash
# OpenROAD 26Q1-2900-gdf79404cd8, Yosys 0.63+post, stock flow scripts
make -C /OpenROAD-flow-scripts/flow DESIGN_CONFIG=/design/flow/config.mk WORK_HOME=/design/flow/orfs finish
[./config.mk]
export PLATFORM = sky130hd
export DESIGN_NAME = drive_machine_2
export DESIGN_NICKNAME = drive_machine_2
export VERILOG_FILES = /design/flow/design.v
export SDC_FILE = /design/flow/constraint.sdc
export NUM_CORES = 4
export LEC_CHECK = 1
export CORE_UTILIZATION = 30
[./constraint.sdc]
current_design drive_machine_2

set clk_period 23.1
set clk_io_pct 0.2

create_clock -name clk0 -period $clk_period [get_ports {CLK}]

set non_clock_inputs [all_inputs -no_clocks]
set_input_delay [expr $clk_period * $clk_io_pct] -clock clk0 $non_clock_inputs
set_output_delay [expr $clk_period * $clk_io_pct] -clock clk0 [all_outputs]
[./design.v]
module drive_machine_2 #(
    parameter DW = 32, 
        AW = 32, 
        BLOCKNO = 4, 
        FLAGSZ = 3,
        TAGSZ = 21,
        IDXSZ = 7,
        BLKOFFSZ = 2,
        BYTEOFFSZ = 2,
        FLAGTAGSZ = 24
    ) (
	input                           CLK , 
	input                           RST , 
    input   wire                    REQ_CPU ,
    input   wire                    nRW_CPU ,
    input   wire [DW - 1:0]         DATA_IN_CPU ,
    input   wire [DW - 1:0]         DATA_IN_MEM, 
    input   wire [AW - 1:0]         ADDR_CPU ,
    input   wire                    VALID_Q ,
    input   wire [FLAGTAGSZ - 1:0]  data_from_tagram_0 ,
    input   wire [FLAGTAGSZ - 1:0]  data_from_tagram_1 ,
    input   wire [DW * BLOCKNO - 1:0] data_from_dataram_0 ,
    input   wire [DW * BLOCKNO - 1:0] data_from_dataram_1 ,
    output  reg                     STALL_CPU , 
    output  reg [AW - 1:0]          ADDR_MEM ,  
    output  reg                     wen_tagram_0 ,
    output  reg                     wen_tagram_1 ,
    output  reg                     wen_dataram_0 ,
    output  reg                     wen_dataram_1 ,
    output  reg [FLAGTAGSZ - 1:0]   data_to_tagram_0 ,
    output  reg [FLAGTAGSZ - 1:0]   data_to_tagram_1 ,
    output  reg [DW * BLOCKNO - 1:0] data_to_dataram ,
    output  reg                     REQ_MEM ,
    output  reg                     nRW_MEM ,
    output  reg [DW - 1:0]          DATA_OUT_CPU ,
    output  reg [DW - 1:0]          DATA_OUT_MEM ,
    output  wire [IDXSZ - 1:0]      index  
);
    localparam
        STATE_READY                 = 4'd0 ,
        STATE_WRITE_REQ             = 4'd1 ,
        STATE_READ_REQ              = 4'd2 ,
        STATE_MEM_READ              = 4'd3 ,
        STATE_MEM_WRITE             = 4'd4 ,
        STATE_CACHE_WRITE           = 4'd5 ,
        STATE_PENDING_STREAM        = 4'd6 ;
    reg [AW - 1:0]              r_addr_cpu ;
    reg [DW - 1:0]              r_data_in_cpu ;
    reg	[DW - 1:0]              r_4byte_to_dataram ;
    reg [DW - 1:0]              r_4byte_to_mem ;
    reg [DW * BLOCKNO - 1:0]    r_cacheline_for_read ;
    reg [DW * BLOCKNO - 1:0]    r_cacheline_for_write ;
    wire                        w_cpu_read_req ,
                                w_cpu_write_req ;
    assign w_cpu_read_req       = REQ_CPU & nRW_CPU ;
    assign w_cpu_write_req      = REQ_CPU & ~nRW_CPU ;
    wire [TAGSZ - 1:0]          w_tag ;
    wire [IDXSZ - 1:0]          w_index;
    wire [BLKOFFSZ - 1:0]       w_blockofs;
    wire [BYTEOFFSZ - 1:0]      w_byteofs;
    assign w_tag            = (r_state == STATE_READY) ? 
                                ADDR_CPU[31:11] : r_addr_cpu[31:11] ;
    assign w_index          = (r_state == STATE_READY) ? 
                                ADDR_CPU[10:4] : r_addr_cpu[10:4] ;
    assign w_blockofs       = (r_state == STATE_READY) ? 
                                ADDR_CPU[3:2] : r_addr_cpu[3:2] ;
    assign w_byteofs        = (r_state == STATE_READY) ? 
                                ADDR_CPU[1:0] : r_addr_cpu[1:0] ;
    assign index            = w_index ;
    reg [4:0]                   r_state ;
    reg [4:0]                   r_acc_state ;
    reg [FLAGTAGSZ - 1:0]       r_data_from_tagram_0 ,
                                r_data_from_tagram_1 ;
    reg [DW * BLOCKNO - 1:0]    r_data_from_dataram_0 ,
                                r_data_from_dataram_1 ;
    wire                        w_valid;
    assign w_valid          = r_data_from_tagram_0[23] & r_data_from_tagram_0[23];
    wire                        w_lrubit_0 ,
                                w_lrubit_1 ;
    assign w_lrubit_0       = r_data_from_tagram_0[22] ;
    assign w_lrubit_1       = r_data_from_tagram_0[22] ;
    wire                        w_dirtybit_0 ,
                                w_dirtybit_1 ,
                                w_dirty ;
    assign w_dirtybit_0     = r_data_from_tagram_0[21] ;
    assign w_dirtybit_1     = r_data_from_tagram_0[21] ;
    assign w_dirty          = w_dirtybit_0 | w_dirtybit_1 ;
    wire                        w_hittag_0 ,
                                w_hittag_1 ,
                                w_hit ;
    assign w_hittag_0   = r_data_from_tagram_0[23] &
                                (w_tag == r_data_from_tagram_0[TAGSZ - 1:0]);
    assign w_hittag_1   = r_data_from_tagram_1[23] &
                                (w_tag == r_data_from_tagram_1[TAGSZ - 1:0]);
    assign w_hit        = w_hittag_0 | w_hittag_1;
    wire [DW - 1:0]    w_bytesel_from_dataram_0;
    wire [DW - 1:0]    w_bytesel_from_dataram_1;
    assign w_bytesel_from_dataram_0     =   (w_byteofs == 2'd0) ?   data_from_dataram_0[7:0]    : 
                                            (w_byteofs == 2'd1) ?   data_from_dataram_0[15:8]   : 
                                            (w_byteofs == 2'd2) ?   data_from_dataram_0[23:16]  : 
                                                                    data_from_dataram_0[31:24]  ;
    assign w_bytesel_from_dataram_1     =   (w_byteofs == 2'd0) ?   data_from_dataram_1[7:0]    : 
                                            (w_byteofs == 2'd1) ?   data_from_dataram_1[15:8]   : 
                                            (w_byteofs == 2'd2) ?   data_from_dataram_1[23:16]  : 
                                                                    data_from_dataram_1[31:24] ;
    reg                         r_is_writing_to_memory ;
    reg	                        r_request ;
    always @ (posedge CLK or posedge RST)
    begin
        if (RST == 1'b1)
        begin
            r_state	            <= STATE_READY ;
            r_addr_cpu          <= 'd0 ;
            r_4byte_to_dataram  <= 'd0;
            r_acc_state         <= 4'd0;
            r_cacheline_for_read    <= 'd0 ;
            r_is_writing_to_memory  <= 1'd0;
            {
                r_data_from_dataram_0, 
                r_data_from_dataram_1, 
                r_data_from_tagram_0,
                r_data_from_tagram_1
            }   <= 'd0 ;
            r_request	        <= 1'd1;  
            DATA_OUT_CPU        <= 'd0 ;
            STALL_CPU           <= 1'b0 ;
            {
                data_to_tagram_0, 
                data_to_tagram_1
            }   <= 'd0 ;
            {
                wen_tagram_0,
                wen_tagram_1,
                wen_dataram_0,
                wen_dataram_1
            }   <= { 1'd1, 1'd1, 1'd1, 1'd1 } ;
            data_to_tagram_0    <= 0 ;
            data_to_tagram_1    <= 0 ;
            data_to_dataram     <= 0 ;
            ADDR_MEM            <= 'd0 ;
            REQ_MEM             <= 1'b0 ;
            nRW_MEM             <= 1'd1 ;  
            DATA_OUT_MEM            <= 'd0;
            r_cacheline_for_write   <= 'd0;
        end
        else begin
            case (r_state)
                STATE_READY	:	
                begin
                    r_addr_cpu          <= ADDR_CPU ;
                    r_acc_state         <= 4'd0 ;
                    r_cacheline_for_read    <= 'd0 ;
                    r_is_writing_to_memory  <= 1'b0 ;
                    if (REQ_CPU && (nRW_CPU == 1'd0)) begin
                        r_state         <= STATE_WRITE_REQ ;
                        r_request       <= 1'd0 ;
                    end
                    else if (REQ_CPU && (nRW_CPU == 1'd1)) begin
                        r_state         <= STATE_READ_REQ ;
                        r_request       <= 1'd1 ;
                    end
                    else    
                        r_state         <= STATE_READY;
                    wen_dataram_0	    <= 1'd1 ;
                    wen_dataram_1       <= 1'd1 ;
                    wen_tagram_0	    <= 1'd1 ;
                    wen_tagram_1	    <= 1'd1 ; 
                    STALL_CPU           <= 1'b0 ;
                    REQ_MEM             <= 1'b0 ;
                    nRW_MEM             <= 1'd1 ;  
                    data_to_tagram_0    <= 'd0 ;
                    data_to_tagram_1    <= 'd0 ;
                    data_to_dataram     <= 'd0 ;
                    DATA_OUT_CPU        <= 'd0 ;
                    DATA_OUT_MEM        <= 'd0 ;
                    data_to_dataram	    <= 'd0 ;
                end
                STATE_READ_REQ :	
                begin
                    if (w_hit == 1'b0) begin
                        r_data_from_tagram_0        <= data_from_tagram_0 ;
                        r_data_from_tagram_1        <= data_from_tagram_1 ;
                        r_data_from_dataram_0       <= data_from_dataram_0 ;
                        r_data_from_dataram_0       <= data_from_dataram_0 ;
                        STALL_CPU                   <= 1'b1 ;
                        wen_tagram_0                <= 1'd1 ;
                        wen_tagram_1                <= 1'd1 ;
                        wen_dataram_0               <= 1'd1 ;
                        wen_dataram_1               <= 1'd1 ;
                        r_state                     <=  (w_valid == 1'b1) ? 
                                                        STATE_MEM_WRITE :
                                                        STATE_MEM_READ ;
                    end
                    else begin
                        r_state                     <= STATE_READY ;
                        wen_tagram_0                <= 1'd0 ; 
                        wen_tagram_1                <= 1'd0 ;
                        wen_dataram_0               <= 1'd0 ;
                        wen_dataram_1               <= 1'd0 ;                        
                        STALL_CPU                   <= 1'b0 ;
                        if (w_hittag_0) begin
                            data_to_tagram_0    <= (w_lrubit_0 == 1'b1) ?
                                                    r_data_from_tagram_0 :
                                                    { 
                                                        r_data_from_tagram_0[23],
                                                        1'b1,
                                                        r_data_from_tagram_0[21:0]
                                                    }; 
                            data_to_tagram_1    <= (w_lrubit_1 == 1'b1) ?
                                                    r_data_from_tagram_1 :
                                                    { 
                                                        r_data_from_tagram_1[23],
                                                        1'b1,
                                                        r_data_from_tagram_1[21:0]
                                                    }; 
                            DATA_OUT_CPU        <= w_bytesel_from_dataram_0 ;
                        end
                        else begin
                            data_to_tagram_0    <= (w_lrubit_0 == 1'b1) ?
                                                    { 
                                                        r_data_from_tagram_0[23],
                                                        1'b1,
                                                        r_data_from_tagram_0[21:0]
                                                    } :
                                                    r_data_from_tagram_0;
                            data_to_tagram_1    <= (w_lrubit_1 == 1'b1) ?
                                                    { 
                                                        r_data_from_tagram_1[23],
                                                        1'b1,
                                                        r_data_from_tagram_1[21:0]
                                                    } :
                                                    r_data_from_tagram_1;
                            DATA_OUT_CPU        <= w_bytesel_from_dataram_1 ;
                        end
                    end
                    end
                STATE_WRITE_REQ	:	
                begin
                    if (w_hit) begin
                        r_data_from_tagram_0        <= data_from_tagram_0;
                        r_data_from_tagram_1        <= data_from_tagram_1;
                        r_data_from_dataram_0       <= data_from_dataram_0;
                        r_data_from_dataram_0       <= data_from_dataram_0;
                        STALL_CPU                   <= 1'b1 ;
                        if (VALID_Q == 1'b1)
                            r_state                 <= (w_valid == 1'b1) ? 
                                                        STATE_MEM_WRITE :
                                                        STATE_MEM_READ ;
                        else
                            r_state                 <= r_state;
                    end
                    else begin
                        r_state                     <= STATE_READY ;
                        wen_tagram_0                <= 1'b1 ;
                        wen_tagram_1                <= 1'b1 ;
                        wen_dataram_0               <= (w_lrubit_0 == 1'b1) ? 1'd0 : 1'd1 ;
                        wen_dataram_1               <= (w_lrubit_0 == 1'b1) ? 1'd1 : 1'd0 ;
                        STALL_CPU                   <= 1'b1 ;
                        if (w_lrubit_0 == 1'b1)
                        begin
                            case (w_byteofs)
                                2'd0: data_to_dataram <= { 
                                                        data_from_dataram_0[DW * BLOCKNO - 1:DW - 1],     
                                                        r_4byte_to_dataram 
                                                    };
                                2'd1: data_to_dataram <= { 
                                                        data_from_dataram_0[DW * BLOCKNO - 1:DW * 2 - 1],    
                                                        r_4byte_to_dataram,  
                                                        data_from_dataram_0[DW - 1:0]
                                                    };
                                2'd2: data_to_dataram <= { 
                                                        data_from_dataram_0[DW * BLOCKNO - 1:DW * 3 - 1],    
                                                        r_4byte_to_dataram,  
                                                        data_from_dataram_0[DW * 2 - 1:0]
                                                    };
                                2'd3: data_to_dataram <= { 
                                                        r_4byte_to_dataram,
                                                        data_from_dataram_0[DW * 3 - 1:0]
                                                    };
                            endcase
                        end
                        else begin
                            case (w_byteofs)
                                2'd0: data_to_dataram <= { 
                                                        data_from_dataram_1[DW * BLOCKNO - 1:DW - 1],     
                                                        r_4byte_to_dataram 
                                                    };
                                2'd1: data_to_dataram <= { 
                                                        data_from_dataram_1[DW * BLOCKNO - 1:DW * 2 - 1],    
                                                        r_4byte_to_dataram,  
                                                        data_from_dataram_1[DW - 1:0]
                                                    };
                                2'd2: data_to_dataram <= { 
                                                        data_from_dataram_1[DW * BLOCKNO - 1:DW * 3 - 1],    
                                                        r_4byte_to_dataram,  
                                                        data_from_dataram_1[DW * 2 - 1:0]
                                                    };
                                2'd3: data_to_dataram <= { 
                                                        r_4byte_to_dataram,
                                                        data_from_dataram_1[DW * 3 - 1:0]
                                                    };
                            endcase       
                        end
                        data_to_tagram_0    <=  (w_lrubit_1 == 1'b1) ? 
                                                {
                                                    r_data_from_tagram_0[23],      
                                                    1'b1,                           
                                                    r_data_from_tagram_0[21:0]     
                                                } : {
                                                    1'b1,   
                                                    1'b1,   
                                                    1'b0,    
                                                    r_addr_cpu[31:11]
                                                } ;
                        data_to_tagram_1    <=  (w_lrubit_0 == 1'b1) ? 
                                                {
                                                    r_data_from_tagram_1[23],      
                                                    1'b1,                           
                                                    r_data_from_tagram_1[21:0]     
                                                } : {
                                                    1'b1,   
                                                    1'b1,    
                                                    1'b0,    
                                                    r_addr_cpu[31:11]
                                                } ; 
                    end
                end
                STATE_MEM_READ :	
                begin
                    ADDR_MEM                        <= { r_addr_cpu[AW - 1:2], 2'd0 } ;
                    r_is_writing_to_memory          <= 1'b0 ;
                    if (VALID_Q == 1'b0)
                    begin
                        REQ_MEM                     <= 1'b1 ;       
                        nRW_MEM                     <= 1'd1 ; 
                        r_state                     <= r_state;      
                    end
                    else begin
                        REQ_MEM                     <= 1'b0 ;
                        nRW_MEM                     <= 1'd1 ;  
                        r_state                     <= STATE_CACHE_WRITE ;
                    end
                end
                STATE_PENDING_STREAM :	
                begin
                    if (VALID_Q == 1'b1)
                    begin
                        r_state                     <= (r_is_writing_to_memory == 1'b1) ?
                                                        STATE_MEM_READ : 
                                                        STATE_CACHE_WRITE ;  
                        REQ_MEM                     <= 1'b0 ;
                        nRW_MEM                     <= 1'd1 ;  
                    end
                    else begin
                        if (r_request == 1'd0)
                        begin
                            DATA_OUT_MEM                <= r_cacheline_for_write[31:0];
                            r_cacheline_for_write       <= { 
                                                            32'd0 , 
                                                            r_cacheline_for_write[DW * BLOCKNO - 1:DW]
                                                        };
                        end
                        r_state                         <= r_state ;
                    end                                
                end
                STATE_MEM_WRITE :	
                begin                
                    if (w_lrubit_0 & w_dirtybit_0)
                    begin    
                        ADDR_MEM            <= { 
                                                r_data_from_tagram_0[20:0],
                                                r_addr_cpu[10:2],
                                                2'd0
                                            };
                        r_cacheline_for_write
                                            <= r_data_from_dataram_0 ;
                    end
                    else if (w_lrubit_1 & w_dirtybit_1) begin
                        ADDR_MEM            <= {
                                                r_data_from_tagram_1[20:0],
                                                r_addr_cpu[10:2],
                                                2'd0
                                            } ;
                        r_cacheline_for_write
                                            <= r_data_from_dataram_1 ;
                    end
                    r_state                 <= STATE_PENDING_STREAM ;
                    if (VALID_Q == 1'b0)
                    begin
                        REQ_MEM             <= 1'b1 ;        
                        nRW_MEM             <= 1'd0 ;
                        r_state             <= STATE_PENDING_STREAM; 
                    end
                    else
                    begin
                        REQ_MEM             <= 1'b0 ;        
                        nRW_MEM             <= 1'd0 ;
                        r_state             <= r_state;
                    end
                end
                STATE_CACHE_WRITE :	
                begin
                    r_is_writing_to_memory      <= 1'b0 ;
                    if (r_acc_state != 4'b1111)
                    begin
                        r_cacheline_for_read    <= { DATA_IN_MEM, r_cacheline_for_read[DW * BLOCKNO- 1:DW] };
                        r_acc_state             <= { r_acc_state[2:0], 1'b1 };
                    end
                    else begin
                        data_to_dataram         <= r_cacheline_for_read ;
                        r_state                 <= STATE_READY ;
                        wen_tagram_0            <= 1'b1 ;
                        wen_tagram_1            <= 1'b1 ;
                        data_to_tagram_0        <=  (w_lrubit_0 == 1'b1) ?
                                                    {  
                                                        r_data_from_tagram_0[23],      
                                                        1'b0,                            
                                                        r_data_from_tagram_0[21:0]     
                                                    } : {
                                                        1'b1,   
                                                        1'b1,   
                                                        1'b0,    
                                                        r_addr_cpu[31:11]
                                                    } ;
                        data_to_tagram_1        <=  (w_lrubit_0 == 1'b1) ? 
                                                    {
                                                        1'b1,   
                                                        1'b1,   
                                                        1'b0,    
                                                        r_addr_cpu[31:11]
                                                    } : {
                                                        r_data_from_tagram_1[23],      
                                                        1'b0,                            
                                                        r_data_from_tagram_1[21:0]     
                                                    } ;
                        { wen_dataram_0, wen_dataram_1 }    <=  (w_lrubit_0 == 1'b1) ? 
                                                                { 1'd1, 1'd0 } : { 1'd1, 1'd0 } ;
                        r_acc_state             <= 4'd0 ;
                    end
                end
                default :
                begin
                    r_state         <=  STATE_READY ;
                end
            endcase
        end
    end
endmodule
==> impl_metrics.py <==
# Generated from Yosys and OpenROAD reports
metrics = {
    "status": {
        "outcome": "finished clean",
    },
    "synth": {
        "synth.distinct_cells": 50,
        "ys_seq_share": 0.5539,
        "syn_area_sq_um": 32900,
        "yosys_warnings": 1,
        "ys_area_sq_um": 32900,
        "synth-seq-cells": 728,
        "yosys_cells": 2786,
        "ys.flop_type": "dfrtp_1",
        "edf_count": 0,
        "synth_cells": 2786,
        "syn_avg_cell_area_sq_um": 11.81,
        "synth_async_sr_flop_share": 1.000,
    },
    "critical_path": {
        "reg2regPathDepth": 10,
        "endpoint_kind": "primary output",
        "crit_path_max_incr_delay_ns": 0.41,
        "worst_setup_path_start_kind": "input port",
        "r2r_slack_ns": 17.42,
        "crit_fanout": 2,
        "cp.required_ns": 18.48,
        "crit_chain": "clkdlybuf4s50_1 > mux2_2 > clkdlybuf4s50_1",
        "crit_top_cell": "clkdlybuf4s50_1",
        "path_class": "input port to primary output",
        "arrival_ns": 5.71,
        "cpMaxStageDelayCell": "clkdlybuf4s50_1",
    },
    "cts": {
        "post_cts_resize_count": 0,
        "path_clk_slew_ns": 0.05,
        "hold_buffers": 0,
        "insertion_delay_ns": 0.67,
        "h-tree-depth": 3,
        "cts_buffers": 84,
        "cts_tree": "built",
        "cts.sinks": 728,
        "clockRootBuffer": "clkbuf_16",
        "clockBufferDepth": 3,
        "post-cts-setup-buffers": 0,
    },
    "cells_and_area": {
        "drive_gt1_frac": 0.1185,
        "finalNonFillerCells": 4825,
        "final_core_util": 0.3981,
        "lay_top_count": "dfrtp_1",
        "syn_to_final_growth_pct": 31.70,
        "final_area_sq_um": 43330,
        "final_cell_mix": "dfrtp_1 (718), clkdlybuf4s50_1 (631), nand2_1 (336)",
    },
    "final_timing": {
        "slew_headroom": 0.4164,
        "fin_crit_ns": 10.33,
        "grt_setup_unrepaired": "no",
        "slew_viol_final": 0,
        "finalClockPeriodUsage": 0.4470,
        "worst_slew_pin_slew_ns": 0.8755,
        "setup-violations-final": 0,
        "fin_setup_tns_ns": 0,
        "hold_violations": 0,
        "skew_ns": 0.04403,
        "fmax_mhz": 96.84,
    },
    "drt": {
        "routedWlPerCell_microns": 27.27,
        "vias_per_cell": 5.222,
        "num_vias": 25198,
        "drtPass1Iterations": 8,
        "first_iter_violations": 1876,
        "drc": 0,
        "routed_wl_mm": 131.6,
        "ant_nets": 0,
    },
    "power": {
        "pwr-share-clk": 0.233,
        "power.share.combinational": 0.392,
        "p_int_w": 0.003707,
        "power.density_nw_per_um2": 136.5,
        "power_frac_seq": 0.375,
        "ir_drop_uv": 77.77,
        "swShare": 0.3733,
        "p_leak_nw": 18.32,
        "switchingPower_w": 0.002208,
    },
    "floorplan": {
        "ioPinCount": 691,
        "initial_core_util": 0.3022,
        "die_h_microns": 333.2,
        "die_x_microns": 333.2,
        "std_cell_rows": 121,
        "coreArea_sq_um": 108900,
        "die-area_sq_um": 111000,
    },
    "job": {
        "warnings": 58,
        "drv_cap": 0,
    },
    "global_routing": {
        "grt_max_degree": 87,
        "grtUsageTotal": 0.2432,
        "antenna_found_initial": 49,
        "grt_pass1_wl_mm": 187.5,
        "first_global_vias": 25426,
        "globalRoute.totalOverflow": 0,
    },
    "placed_design": {
        "dp_cells": 4665,
        "dp_hpwl_mm": 96.90,
        "dpl_cell_area_sq_um": 40460,
        "routabilityCongestion": 0.9330,
        "portBuffers": 631,
    },
    "worst_hold_path": {
        "min_path_cells": 2,
        "hp-class": "flop to flop",
    },
}
==> critical path, delay by kind of cell <==
kind / cells / cell delay [ns]
buffers and inverters: 2 / 0.81
muxes: 1 / 0.27
==> cell families (layout without fill, tap and decap cells) <==
group / Yosys count / in the layout / synth area share
other: 1 / 35 / 0.0001140
AOI/OAI and AO/OA: 700 / 700 / 0.1584
and+or+nand+nor: 485 / 485 / 0.06024
DFF: 728 / 728 / 0.5539
muxes: 528 / 528 / 0.1733
xor gates and xnor gates: 42 / 42 / 0.01118
buffers and inverters: 302 / 893 / 0.04290
==> metrics by stage <==
stage | hold WS, ns | setup WS (ns) | power [W]
floorplan | 0.4257 | 8.511 | 0.003460
global route | 0.4926 | 12.75 | 0.006233
detailed placement | 0.4547 | 12.77 | 0.004545
finish | 0.4648 | 12.77 | 0.005915
CTS | 0.4672 | 12.77 | 0.005947
global placement | 0.4520 | 12.77 | 0.004521
==> area by class of cell <==
cell class / count / area (sq um)
sequential: 728 / 18240
clock inverter: 31 / 416.7
timing repair buffer: 695 / 6797
multi-input combinational: 1781 / 13480
antenna: 9 / 22.52
inverter: 47 / 180.2
fill: 10238 / 65520
tap: 1414 / 1769
clock buffer: 120 / 2429
==> path summary, 6_finish.rpt <==
kind,startpoint,end
hold / removal,r_cacheline_for_write[97],r_cacheline_for_write[97]
setup / recovery,ADDR_CPU[5],index[1]
max in group asynchronous,RST,r_data_from_dataram_0[8]
setup reg to reg,r_state[0],r_data_from_dataram_0[74]
min in group asynchronous,RST,data_to_dataram[118]
hold reg to reg,r_cacheline_for_write[97],r_cacheline_for_write[97]
==> routing by layer <==
metal,vias to the layer above,track usage,part of all wire
met5,-,0,0.0039
met4,78,0.05804,0.030
met3,237,0.09019,0.093
met2,903,0.3713,0.46
met1,12661,0.3358,0.41
li1,11319,-,-
==> power by group through the flow <==
stage | Combinational [W] | Sequential, W | Clock, W
CTS | 0.00232 | 0.00222 | 0.00141
global route | 0.00250 | 0.00228 | 0.00145
finish | 0.00232 | 0.00222 | 0.00138
==> registers in the layout (all words and copies together), names as in the netlist, 4 cells and up <==
| name | count |
|---|---|
| data_to_tagram_0 | 24 |
| r_state | 7 |
| ADDR_MEM | 30 |
| r_acc_state | 4 |
| DATA_OUT_CPU | 8 |
| r_data_from_tagram_1 | 24 |
| DATA_OUT_MEM | 32 |
| data_to_tagram_1 | 24 |
| r_addr_cpu | 32 |
| r_data_from_dataram_0 | 128 |
| r_cacheline_for_read | 128 |
| r_data_from_tagram_0 | 24 |
| data_to_dataram | 128 |
| r_cacheline_for_write | 128 |
==> cell usage after synthesis (2+ instances only) <==
| master | number | area (sq um) |
|---|---|---|
| a211o_1 | 2 | 17.52 |
| a21o_1 | 2 | 15.01 |
| a21oi_1 | 16 | 80.08 |
| a221oi_1 | 118 | 1033 |
| a22o_1 | 206 | 1804 |
| a22oi_1 | 59 | 442.9 |
| a2bb2oi_1 | 2 | 17.52 |
| a31oi_1 | 17 | 106.4 |
| and2_1 | 2 | 12.51 |
| and3_1 | 18 | 112.6 |
| buf_1 | 14 | 52.55 |
| buf_2 | 21 | 105.1 |
| buf_4 | 31 | 232.7 |
| buf_6 | 18 | 202.7 |
| clkbuf_1 | 171 | 641.9 |
| clkinv_1 | 3 | 11.26 |
| dfrtp_1 | 722 | 18070 |
| dfstp_2 | 6 | 157.7 |
| inv_1 | 43 | 161.4 |
| mux2_1 | 141 | 1588 |
| mux2_2 | 167 | 1881 |
| mux2i_1 | 212 | 2122 |
| mux2i_2 | 8 | 110.1 |
| nand2_1 | 337 | 1265 |
| nand3_1 | 34 | 170.2 |
| nand4_1 | 5 | 31.28 |
| nor2_1 | 77 | 289.0 |
| nor4_1 | 5 | 31.28 |
| nor4_2 | 3 | 37.54 |
| o21ai_0 | 187 | 935.9 |
| o21ai_1 | 2 | 10.01 |
| o22ai_1 | 13 | 81.33 |
| o2bb2ai_1 | 63 | 551.8 |
| o32ai_1 | 5 | 43.79 |
| xnor2_1 | 24 | 210.2 |
| xor2_1 | 18 | 157.7 |
Power figures rest on the tool's default switching activity, not on a simulated workload.
